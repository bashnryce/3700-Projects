==> design.v <==
   localparam NULL_CMD = 8'h00;
   localparam VDD_ON  = 8'h30;
   localparam VDD_OFF = 8'h31;
   localparam VBAT_ON = 8'h32;
   localparam VBAT_OFF= 8'h33;
   localparam RES_ON  = 8'h34;
   localparam RES_OFF = 8'h35;
   localparam LD_DATA_A = 8'h36;
   localparam LD_DATA_B = 8'h37;
   localparam LD_DATA_C = 8'h38;
   localparam LD_DATA_D = 8'h39;
   localparam CLR_SCREEN = 8'h3A;
   localparam FILL_SCREEN = 8'h3B;
   localparam SETCHARROW = 8'h70;
   localparam SETCHARCOL = 8'h71;
   localparam SETCHAR    = 8'h72;
   localparam SENDCHAR   = 8'h73;
   localparam DELAY_LONG    = 8'h0F;
   localparam DELAY_SHORT   = 8'h0E;
   localparam DISP_ALL_ON   = 8'hA5;
   localparam DISP_RAM      = 8'hA4;
   localparam DISP_ON       = 8'hAF;
   localparam DISP_OFF      = 8'hAE;
   localparam DISP_CONTRAST = 8'h81;
   localparam DISP_HORIZ_MODE = 8'h20;
   localparam CHARGEPUMP_EN   = 8'h8D;
   localparam MUXRATIO        = 8'hA8;
   localparam DISP_OFFSET     = 8'hD3;
   localparam STARTLINE       = 8'h40;
   localparam SEGMENT         = 8'hA0;
   localparam SCANDIR         = 8'hC0;
   localparam COMPINS         = 8'hDA;
   localparam DISP_NORMAL     = 8'hA6;
   localparam SETOSC          = 8'hD5;
   localparam SETCOLADR       = 8'h21;
   localparam SETPAGEADR      = 8'h22;
   localparam NULL_CMD = 8'h00;
   localparam VDD_ON  = 8'h30;
   localparam VDD_OFF = 8'h31;
   localparam VBAT_ON = 8'h32;
   localparam VBAT_OFF= 8'h33;
   localparam RES_ON  = 8'h34;
   localparam RES_OFF = 8'h35;
   localparam LD_DATA_A = 8'h36;
   localparam LD_DATA_B = 8'h37;
   localparam LD_DATA_C = 8'h38;
   localparam LD_DATA_D = 8'h39;
   localparam CLR_SCREEN = 8'h3A;
   localparam FILL_SCREEN = 8'h3B;
   localparam SETCHARROW = 8'h70;
   localparam SETCHARCOL = 8'h71;
   localparam SETCHAR    = 8'h72;
   localparam SENDCHAR   = 8'h73;
   localparam DELAY_LONG    = 8'h0F;
   localparam DELAY_SHORT   = 8'h0E;
   localparam DISP_ALL_ON   = 8'hA5;
   localparam DISP_RAM      = 8'hA4;
   localparam DISP_ON       = 8'hAF;
   localparam DISP_OFF      = 8'hAE;
   localparam DISP_CONTRAST = 8'h81;
   localparam DISP_HORIZ_MODE = 8'h20;
   localparam CHARGEPUMP_EN   = 8'h8D;
   localparam MUXRATIO        = 8'hA8;
   localparam DISP_OFFSET     = 8'hD3;
   localparam STARTLINE       = 8'h40;
   localparam SEGMENT         = 8'hA0;
   localparam SCANDIR         = 8'hC0;
   localparam COMPINS         = 8'hDA;
   localparam DISP_NORMAL     = 8'hA6;
   localparam SETOSC          = 8'hD5;
   localparam SETCOLADR       = 8'h21;
   localparam SETPAGEADR      = 8'h22;
`timescale 1ns/1ps
module ascii (
    input [7:0] raw_in,
    output reg [7:0] ascii_out
);
always @(*) begin
    if(raw_in < 94) begin
        ascii_out = raw_in + 33;
    end
    else if (raw_in < 188) begin
        ascii_out = raw_in - 61;
    end
    else begin
        ascii_out = raw_in - 129;
    end
end
endmodule
`timescale 1ns/1ps
module clock_divider 
#(parameter N = 5208)  
(
    input clk,
    input rst_l,
    output reg div_clk
);
    integer clk_count;
    initial begin
        clk_count = 0;
        div_clk = 0;
    end
    always @(posedge clk, negedge rst_l) begin
        if (!rst_l) begin
            clk_count <= 0;
            div_clk <= 0;
        end
        else begin
            if (clk_count == N) begin
                clk_count <= 0;
                div_clk <= ~div_clk;
            end
            else begin
                clk_count <= clk_count + 1;
            end
        end
    end
endmodule
`timescale 1ns/1ps
module fifo #(
	      parameter WIDTH     = 8,
	      parameter DEPTH     = 20,
	      parameter ADR_WIDTH = 6
	      )
   (
    input 		   clk,
    input 		   tx_rdy,
    output reg 		   tx_done,
    input [WIDTH-1:0] 	   in_data,
    output reg 		   rx_rdy,
    input 		   rx_done,
    output reg [WIDTH-1:0] out_data,
    output reg 		   empty,
    output reg 		   full
    );
   reg 			   tx_state;
   reg [1:0] 		   rx_state;
   reg [ADR_WIDTH-1:0] 	   count;
   reg [ADR_WIDTH-1:0] 	   front;
   reg [ADR_WIDTH-1:0] 	   back;
   reg [WIDTH-1:0] 	   buffer [DEPTH-1:0];
   reg 			   decr;
   reg 			   incr;
   initial begin
      tx_done = 0;
      tx_state = 0;
      rx_rdy = 0;
      out_data = 0;
      rx_state = 0;
      empty = 1;
      full = 0;
      count = 0;
      front = 0;
      back = 0;
      decr = 0;
      incr = 0;
   end
   always @(posedge clk) begin
      case (tx_state)
         0: begin
            if(full || !tx_rdy) begin
               incr <= 0;
               tx_done <= 0;
               tx_state <= 0;
            end
            else if(tx_rdy && !full) begin
               incr <= 1;
               tx_done <= 1;
               tx_state <= 1;
            end
         end
         1: begin
            if(tx_rdy) begin
               incr <= 0;
               tx_state <= 1;
            end
            else begin
               tx_done <= 0;
               incr <= 0;
               tx_state <= 0;
            end
         end
      endcase  
      case (rx_state)
         0: begin
            if(empty) begin
               rx_rdy <= 0;
               decr <= 0;
               rx_state <= 0;
            end
            else begin
               rx_rdy <= 1;
               out_data <= buffer[back];
               rx_state <= 1;
            end
         end
         1: begin
            if(rx_done) begin
               decr <= 1;
               rx_state <= 2;
            end
            else begin
               rx_rdy <= 1;
               rx_state <= 1;
            end
         end
         2: begin
            if(rx_done) begin
               decr <= 0;
               rx_state <= 2;
               rx_rdy <= 0;  
            end
            else begin
               decr <= 0;
               rx_rdy <= 0;
               rx_state <= 0;
            end
         end
         default: rx_state <= 0;
      endcase  
      if (incr && !decr && !full) begin
         buffer[front] <= in_data;
         count <= count + 1;
         empty <= 0;
         if(count == DEPTH-1)
            full <= 1;
         if(front < DEPTH-1)
            front <= front + 1;
         else
            front <= 0;
      end 
      else if (!incr && decr && !empty) begin
         out_data <= buffer[back];
         count <= count - 1;
         full <= 0;
         if(count == 1)
            empty <= 1;
         if(back < DEPTH-1)
            back <= back + 1;
         else  
            back <= 0;
      end
      else if (incr && decr) begin
         out_data <= buffer[back];
         buffer[front] <= in_data;
         if(front < DEPTH-1)
            front <= front + 1;
         else 
            front <= 0;
         if(back < DEPTH-1)
            back <= back + 1;
         else 
            back <= 0;
      end	
   end
endmodule  
`timescale 1ns/1ps
module lfsr(
    input clk,
    input rst_l,
    input [7:0] seed,
    input request,
    output reg [7:0] num_out
);
reg [7:0] shiftreg;
initial begin
    shiftreg <= 12;
    num_out <= 0;
end
integer idx;
always @(posedge clk) begin
    if(!rst_l) begin
        shiftreg <= seed;
    end
    else begin
        for(idx = 0; idx < 8; idx = idx + 1) begin
            if(idx == 7) begin
                shiftreg[7] <= shiftreg[0];
            end
            else if((idx == 6) || (idx == 5) || (idx == 4)) begin
                shiftreg[idx] <= shiftreg[idx+1]^shiftreg[0];
            end
            else begin
                shiftreg[idx] <= shiftreg[idx+1];
            end
        end
        if(request) begin
            num_out <= shiftreg;
        end
    end
end
endmodule
module top (
    input clk,
    input rst,
    input request_char,
    output s_out
);
    wire rst_l;
    assign rst_l = ~rst;
    reg request_buff;  
    initial begin
        request_buff = 0;
    end
    wire [7:0] lfsr_to_ascii;
    lfsr RAND (
        .clk(clk),
        .rst_l(rst_l),
        .seed(8'b10101010),
        .request(1'b1),
        .num_out(lfsr_to_ascii)
    );
    wire [7:0] ascii_to_fifo;
    ascii CNVT (
        .raw_in(lfsr_to_ascii),
        .ascii_out(ascii_to_fifo)
    );
    wire rx_rdy_to_uart_start;
    wire uart_done_to_rx_done;
    wire [7:0] fifo_out_to_uart;
    fifo BUFFER (
        .clk(clk),
        .tx_rdy(request_buff),  
        .in_data(ascii_to_fifo),
        .rx_rdy(rx_rdy_to_uart_start),
        .rx_done(uart_done_to_rx_done),
        .out_data(fifo_out_to_uart)
    );
    uart_tx UART (
        .clk(clk),
        .rst_l(rst_l),
        .start(rx_rdy_to_uart_start),
        .d_out(fifo_out_to_uart),
        .done(uart_done_to_rx_done),
        .tx(s_out)
    );
    always @(posedge clk) begin                  
        if(request_char) begin                   
            request_buff <= ~ request_buff;      
        end
    end
endmodule
`timescale 1ns/1ps
module uart_tx (
    input start,
    input clk, 
    input rst_l,
    input [7:0] d_out,
    output reg done,
    output reg tx
);
localparam WAIT = 0;
localparam SEND = 1;
localparam STOP = 2;
reg [1:0] state; 
reg [2:0] bit_index;
wire div_clk;
initial begin
    done = 0;
    tx = 1;
    state = WAIT;
    bit_index = 0;
end
clock_divider clk_div (.clk(clk), .rst_l(rst_l), .div_clk(div_clk));
always @(posedge div_clk) begin
    if(!rst_l) begin
        done = 0;
        tx = 1;
        state = WAIT;
        bit_index = 0;
    end
    else begin
        case (state)
            WAIT: begin
                if(start) begin
                    state <= SEND; 
                    bit_index <= 0;
                    tx <= 0;
                end
                else begin
                    state <= WAIT; 
                    tx <= 1;
                    done <= 0;
                end
            end
            SEND: begin
                if(bit_index < 7) begin
                    state <= SEND; 
                    tx <= d_out[bit_index];
                    bit_index <= bit_index + 1;
                end
                else begin  
                    state <= STOP;
                    tx <= d_out[bit_index];
                end
            end
            STOP: begin
                if(start) begin
                    state <= STOP;
                    done <= 1;
                    tx <= 1;
                end
                else begin
                    state <= WAIT;
                    done <= 0;
                    tx <= 1;  
                end
            end
            default: begin
                done <= 0;
                tx <= 1;
                state <= WAIT;
                bit_index <= 0;
            end
        endcase
    end
end
endmodule
==> run.sh <==
#!/bin/bash
# OpenROAD 26Q1-2900-gdf79404cd8, Yosys 0.63+post, stock flow scripts
make -C /OpenROAD-flow-scripts/flow DESIGN_CONFIG=/design/flow/config.mk WORK_HOME=/design/flow/orfs finish
==> config.mk <==
export PLATFORM = sky130hd
export DESIGN_NAME = top
export DESIGN_NICKNAME = top
export VERILOG_FILES = /design/flow/design.v
export SDC_FILE = /design/flow/constraint.sdc
export NUM_CORES = 4
export LEC_CHECK = 1
export CORE_UTILIZATION = 50
==> constraint.sdc <==
current_design top

set clk_period 7.6
set clk_io_pct 0.2

create_clock -name clk0 -period $clk_period [get_ports {clk}]

set non_clock_inputs [all_inputs -no_clocks]
set_input_delay [expr $clk_period * $clk_io_pct] -clock clk0 $non_clock_inputs
set_output_delay [expr $clk_period * $clk_io_pct] -clock clk0 [all_outputs]
==> qor.txt <==
Clk pwr share: 0.392
CP required: 7.96 ns
IO Count: 4
Placed instance area: 0.01083 mm^2
Tot Pwr: 0.003147 W
Busiest grt layer: met1
Tool warning count: 34
Final tally of hold violations: 0
Met2 GRT Util: 0.3098
Std-Cell Rows: 52
Clock buffer count from CTS: 26
Max Clock Skew: 0.009349 ns
Met1 Resource Use GR: 0.3349
Grt ovf: 0
Tcrit/Tclk final: 0.3909
Vias: 5584
FFs w/ async S/R, synth: 0.1315
Sw power: 0.0007234 W
TritonCTS clock tree: yes
CTS resizes: 0
Iteration tally of the first detailed-router pass: 4
Tmin final: 2.971 ns
Cells after Synth: 684
P_int: 0.002423 W
Total setup buffers inserted after CTS: 0
FP Core Util: 0.5123
Class of the worst hold path: reg2reg
Remaining antenna violation count after routing: 0
Area grow syn2layout: 11.94%
Grt met3 use: 0.08121
Syn. warnings: 6
Vias/cell: 5.578
Initial antenna violation count: 0
Endpoints left unconstrained: 8
CP Max Fanout: 12
Ys cells: 684
Residual DRC count: 0
Die Y-Extent: 146.5 um
Worst Setup End Kind: register
Logic gate share of total power: 0.104
CP Class: reg2reg
Largest net degree at the start of global routing: 43
Post-synthesis cell area: 0.01043 mm^2
Main synth FF type: edfxtp_1
Worst-Skew Late Latency: 0.51 ns
Core Footprint: 0.02036 mm^2
Status: complete, no violations
Layout cell share with drive strength beyond 1: 0.1300
Initial DRC count: 348
Yosys chip area: 0.01043 mm^2
Total track usage: 0.2101
I/O Buffers: 3
Relative slew slack: 0.3355
Clock buffer depth: 3
Critical Path Source Type: register
Ys flops: 251
CTS clk-pin slew, worst paths: 0.06 ns
RSZ-0062 raised after global routing: no
Worst slew pin tran: 0.9896 ns
First-pass GRT wire length: 31220 um
Max Cap Violations: 0
Number of hold buffers added after CTS: 0
Switching part of the total: 0.2299
Pins Over Slew Limit: 0
Worst Path Arrival: 3.33 ns
H-tree levels: 1
Final Wtd Congestion: 0.9528
PwrDens: 269.4 mW/mm^2
Post-synth EDFFs: 191
Final setup TNS: 0 ns
Total die size: 0.02145 mm^2
Routed wire length: 19470 um
Vias in the first global route: 5765
Flop pwr share: 0.505
Maximum vdd drop: 0.1727 mV
Post-DR wirelength/cell: 19.45 um
LEAKAGE: 4.152 nW
Number of diodes: 0
Die X: 146.5 um
Root Driver: clkbuf_16
Final instance area: 0.01168 mm^2
Register pins left without a clock: 7
Yosys cell types: 55
Sequential area share after synthesis: 0.6807
FMAX: 336.6 MHz
Setup-failing EPs final: 0
Synthesized area per cell: 15.25 um^2
Post-DP HPWL: 12650 um
==> power by group through the flow <==
stage,sequential [W],clock [W],combinational (W)
CTS,0.00159,0.00126,0.000333
global route,0.00159,0.00131,0.000363
finish,0.00159,0.00123,0.000326
==> registers in the layout, indices dropped and copies added (netlist names), 2 cells and up <==
name,flops
UART.state,2
BUFFER.count,6
BUFFER.back,6
RAND.num_out,8
BUFFER.out_data,8
UART.bit_index,3
BUFFER.rx_state,2
BUFFER.front,6
UART.clk_div.clk_count,32
BUFFER.buffer,160
RAND.shiftreg,8
==> kinds of logic after synthesis <==
family,synth area share
buf+inv,0.01787
xor+xnor,0.04197
simple gates,0.09402
other cells,0.0007198
fa+ha+maj,0.02710
mux,0.09246
flops,0.6807
compound gates,0.04521
==> path summary, 6_finish.rpt <==
| path | slack, ns | to | depth (start not counted) | startpoint |
|---|---|---|---|---|
| worst min register to register | 0.43 | RAND.num_out[1] | 0 | RAND.shiftreg[1] |
| worst max-delay path | 4.63 | BUFFER.buffer[15][3] | 10 | RAND.num_out[3] |
| worst max register to register | 4.63 | BUFFER.buffer[15][3] | 10 | RAND.num_out[3] |
| worst min-delay path | 0.43 | RAND.num_out[1] | 0 | RAND.shiftreg[1] |
| min in group asynchronous | 1.78 | UART.clk_div.clk_count[0] | 3 | rst |
| max in group asynchronous | 5.47 | UART.clk_div.clk_count[19] | 3 | rst |
==> final cells by class <==
cell class	instances	area [um^2]
Inverter	27	101.3
Tap cell	270	337.8
Fill cell	1524	8685
Clock inverter	17	156.4
Sequential cell	251	7102
Multi-Input combinational cell	387	3149
Timing Repair Buffer	18	142.6
Clock buffer	31	690.7
==> cell usage in the layout, fill, tap and decap left out, drive strengths merged, types with 3 or more instances in the layout <==
cell	n
o22ai	7
nor2b	21
conb	3
nand2	30
bufinv	3
dfxtp	27
ha	21
mux2i	21
nor3	10
xnor2	31
nand3	13
nor4	6
a2111oi	10
inv	26
nand3b	4
a21oi	16
nor4b	3
and3	4
clkdlybuf4s50	3
or2	4
clkbuf	31
or3	3
nand4	14
clkinv	14
dfrtp	33
edfxtp	191
or3b	3
o21ai	3
nand2b	3
a22o	8
xor2	19
o31ai	9
nor2	66
buf	15
mux4	33
==> layer usage <==
| metal | routed length, um | up-vias | share of wire |
|---|---|---|---|
| li1 | - | 2645 | - |
| met1 | 8168 | 2749 | 0.42 |
| met2 | 9190 | 158 | 0.47 |
| met3 | 1643 | 32 | 0.084 |
| met4 | 471 | 0 | 0.024 |
| met5 | 0 | - | 0 |
==> synthesized netlist by cell type, types with 2 or more instances <==
cell	instances	area, um^2
a2111oi_0	10	87.58
a21o_1	2	15.01
a21oi_1	16	80.08
a22o_1	8	70.07
a31oi_1	2	12.51
and3_1	4	25.02
and4_1	2	17.52
buf_2	8	40.04
clkbuf_1	11	41.29
conb_1	2	7.510
dfrtp_1	33	825.8
dfxtp_1	27	540.5
edfxtp_1	191	5736
ha_1	21	262.8
inv_1	26	97.59
mux2i_1	21	210.2
mux4_2	33	743.2
nand2_1	30	112.6
nand2b_1	3	18.77
nand3_1	13	65.06
nand3b_1	4	30.03
nand4_1	13	81.33
nor2_1	66	247.7
nor2b_1	21	131.4
nor3_1	9	45.04
nor4_1	5	31.28
nor4b_1	3	26.28
o211ai_1	2	15.01
o21ai_0	3	15.01
o21bai_1	2	15.01
o22ai_1	7	43.79
o31ai_1	9	67.56
or2_2	4	25.02
or3_1	3	18.77
or3b_2	2	17.52
xnor2_1	31	271.5
xor2_1	19	166.4
==> worst max-delay path, stage by stage (launching register included) <==
cell	delay, ns
edfxtp_1	0.39
and3_1	0.22
a21oi_1	0.14
nor2b_1	0.07
or2_2	0.32
ha_1	0.29
a21oi_1	0.06
nor2b_1	0.16
nor2_1	0.07
xnor2_1	0.77
buf_4	0.32
==> metrics by stage <==
step,worst slack (ns),util,cells,hold WS [ns]
2_1_floorplan,4.617,-,685,0.4000
3_3_place_gp,4.470,0.5319,953,0.4172
3_5_place_dp,4.450,0.5319,953,0.4114
4_1_cts,4.590,0.5735,1001,0.4329
5_1_grt,4.371,0.5735,1001,0.4455
6_report,4.629,0.5735,1001,0.4342
Power and IR drop assume default switching activity.

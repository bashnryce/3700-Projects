[/design/flow/config.mk]
export PLATFORM = sky130hd
export DESIGN_NAME = SevenSegmentDemo
export DESIGN_NICKNAME = SevenSegmentDemo
export VERILOG_FILES = /design/flow/design.v
export SDC_FILE = /design/flow/constraint.sdc
export NUM_CORES = 4
export LEC_CHECK = 1
export CORE_UTILIZATION = 40
[/design/flow/constraint.sdc]
current_design SevenSegmentDemo

set clk_period 29.7
set clk_io_pct 0.2

create_clock -name clk0 -period $clk_period [get_ports {clk}]

set non_clock_inputs [all_inputs -no_clocks]
set_input_delay [expr $clk_period * $clk_io_pct] -clock clk0 $non_clock_inputs
set_output_delay [expr $clk_period * $clk_io_pct] -clock clk0 [all_outputs]
[/design/flow/run.sh]
#!/bin/bash
# OpenROAD 26Q1-2900-gdf79404cd8, Yosys 0.63+post, stock flow scripts
make -C /OpenROAD-flow-scripts/flow DESIGN_CONFIG=/design/flow/config.mk WORK_HOME=/design/flow/orfs finish
[/design/flow/design.v]
   localparam NULL_CMD = 8'h00;
   localparam VDD_ON  = 8'h30;
   localparam VDD_OFF = 8'h31;
   localparam VBAT_ON = 8'h32;
   localparam VBAT_OFF= 8'h33;
   localparam RES_ON  = 8'h34;
   localparam RES_OFF = 8'h35;
   localparam LD_DATA_A = 8'h36;
   localparam LD_DATA_B = 8'h37;
   localparam LD_DATA_C = 8'h38;
   localparam LD_DATA_D = 8'h39;
   localparam CLR_SCREEN = 8'h3A;
   localparam FILL_SCREEN = 8'h3B;
   localparam SETCHARROW = 8'h70;
   localparam SETCHARCOL = 8'h71;
   localparam SETCHAR    = 8'h72;
   localparam SENDCHAR   = 8'h73;
   localparam DELAY_LONG    = 8'h0F;
   localparam DELAY_SHORT   = 8'h0E;
   localparam DISP_ALL_ON   = 8'hA5;
   localparam DISP_RAM      = 8'hA4;
   localparam DISP_ON       = 8'hAF;
   localparam DISP_OFF      = 8'hAE;
   localparam DISP_CONTRAST = 8'h81;
   localparam DISP_HORIZ_MODE = 8'h20;
   localparam CHARGEPUMP_EN   = 8'h8D;
   localparam MUXRATIO        = 8'hA8;
   localparam DISP_OFFSET     = 8'hD3;
   localparam STARTLINE       = 8'h40;
   localparam SEGMENT         = 8'hA0;
   localparam SCANDIR         = 8'hC0;
   localparam COMPINS         = 8'hDA;
   localparam DISP_NORMAL     = 8'hA6;
   localparam SETOSC          = 8'hD5;
   localparam SETCOLADR       = 8'h21;
   localparam SETPAGEADR      = 8'h22;
   localparam NULL_CMD = 8'h00;
   localparam VDD_ON  = 8'h30;
   localparam VDD_OFF = 8'h31;
   localparam VBAT_ON = 8'h32;
   localparam VBAT_OFF= 8'h33;
   localparam RES_ON  = 8'h34;
   localparam RES_OFF = 8'h35;
   localparam LD_DATA_A = 8'h36;
   localparam LD_DATA_B = 8'h37;
   localparam LD_DATA_C = 8'h38;
   localparam LD_DATA_D = 8'h39;
   localparam CLR_SCREEN = 8'h3A;
   localparam FILL_SCREEN = 8'h3B;
   localparam SETCHARROW = 8'h70;
   localparam SETCHARCOL = 8'h71;
   localparam SETCHAR    = 8'h72;
   localparam SENDCHAR   = 8'h73;
   localparam DELAY_LONG    = 8'h0F;
   localparam DELAY_SHORT   = 8'h0E;
   localparam DISP_ALL_ON   = 8'hA5;
   localparam DISP_RAM      = 8'hA4;
   localparam DISP_ON       = 8'hAF;
   localparam DISP_OFF      = 8'hAE;
   localparam DISP_CONTRAST = 8'h81;
   localparam DISP_HORIZ_MODE = 8'h20;
   localparam CHARGEPUMP_EN   = 8'h8D;
   localparam MUXRATIO        = 8'hA8;
   localparam DISP_OFFSET     = 8'hD3;
   localparam STARTLINE       = 8'h40;
   localparam SEGMENT         = 8'hA0;
   localparam SCANDIR         = 8'hC0;
   localparam COMPINS         = 8'hDA;
   localparam DISP_NORMAL     = 8'hA6;
   localparam SETOSC          = 8'hD5;
   localparam SETCOLADR       = 8'h21;
   localparam SETPAGEADR      = 8'h22;
`timescale 1ns/1ps
module SevenSegmentDemo (
			 input clk,
			 input [15:0] sw,
			 input btnU,
			 input btnD,
			 input btnL,
			 input btnR,
			 input btnC,
			 output [3:0] an, 
			 output [6:0] seg,
			 output dp
			 );
   reg [15:0] 			din;       
   reg 				bcd;       
   reg [1:0] 			dec;       
   reg 				enable;    
   always @(*) begin
      din    = sw;
      enable = 1;
      bcd    = ~btnC;     
   end
   always @(posedge clk) begin
      if (btnU)
	dec <= 0;
      else if (btnR)
	dec <= 1;
      else if (btnD)
	dec <= 2;
      else if (btnL)
	dec <= 3;      
   end
   wire [3:0] 			ones;
   wire [3:0] 			tens;
   wire [3:0] 			hundreds;
   wire [3:0] 			thousands;
  SevenSegmentDriver SEGDRV (
		.clk(clk),
		.din(din),
		.bcd(bcd),
		.dec(dec),
		.enable(enable),
		.an(an), 
		.seg(seg),
		.dp(dp),
		.ones(ones),
		.tens(tens),
		.hundreds(hundreds),
		.thousands(thousands)
    );
endmodule  
`timescale 1ns / 1ps
module SevenSegmentDriver (
			   input 	clk,
			   input [15:0] din,
			   input 	bcd,
			   input [1:0] 	dec,
			   input 	enable,
			   output [3:0] an, 
			   output [6:0] seg,
			   output 	dp,
			   output [3:0] ones,
			   output [3:0] tens,
			   output [3:0] hundreds,
			   output [3:0] thousands
			   );
   wire [6:0] 				ones_place;
   wire [6:0] 				tens_place;
   wire [6:0] 				hundreds_place;
   wire [6:0] 				thousands_place;
   reg [3:0] 				ones_sel;
   reg [3:0] 				tens_sel;
   reg [3:0] 				hundreds_sel;
   reg [3:0] 				thousands_sel;
   wire [3:0] 				_an;
   assign an = {4{~enable}} | {4{enable}}&_an;
   wire 				refclk;	
   wire [6:0] 				segNot;
   assign seg[0] = ~segNot[6];
   assign seg[1] = ~segNot[5];
   assign seg[2] = ~segNot[4];
   assign seg[3] = ~segNot[3];
   assign seg[4] = ~segNot[2];
   assign seg[5] = ~segNot[1];
   assign seg[6] = ~segNot[0];
   ThePlexer Mux(
		 .disp1(ones_place),
		 .disp10(tens_place),
		 .disp100(hundreds_place),
		 .disp1000(thousands_place),
		 .clk(refclk),
		 .disp(segNot),  
		 .anode(_an),
		 .dec(dec),
		 .dp(dp)
		 );
   clkB clkInst (
		 .sysClk(clk),
		 .refClk(refclk)
		 );
   SevenSegmentTruthTable digit1s( 
				   .digit_in(ones_sel),				 
				   .display_digit(ones_place)	 
				   );
   SevenSegmentTruthTable digit10s(
				   .digit_in(tens_sel),				 
				   .display_digit(tens_place)	 
				   );
   SevenSegmentTruthTable digit100s(
				    .digit_in(hundreds_sel),			 
				    .display_digit(hundreds_place)  
				    );
   SevenSegmentTruthTable digit1000s(
				     .digit_in(thousands_sel),			 
				     .display_digit(thousands_place)  
				     );
   bcd bcd_in(
	      .sw(din),			     
	      .ones(ones),			 
	      .tens(tens),			 
	      .hundreds(hundreds)	,     
	      .thousands(thousands)	 
	      );
   always @* begin
      if (bcd) begin
         ones_sel <= ones;
         tens_sel <= tens;
         hundreds_sel <= hundreds;
         thousands_sel <= thousands;
      end
      else begin
         ones_sel <= din[3:0];
         tens_sel <= din[7:4];
         hundreds_sel <= din[11:8];
         thousands_sel <= din[15:12];
      end
   end
endmodule
`timescale 1ns / 1ps
  module SevenSegmentTruthTable(
				input [3:0] 	 digit_in, 
				output reg [6:0] display_digit
				);
   always @(*) begin  
      case (digit_in)
	4'b0000 : display_digit = 7'b1111110;  
	4'b0001 : display_digit = 7'b0110000;  
	4'b0010 : display_digit = 7'b1101101;  
	4'b0011 : display_digit = 7'b1111001;  
	4'b0100 : display_digit = 7'b0110011;  
	4'b0101 : display_digit = 7'b1011011;  
	4'b0110 : display_digit = 7'b1011111;  
	4'b0111 : display_digit = 7'b1110000;  
	4'b1000 : display_digit = 7'b1111111;  
	4'b1001 : display_digit = 7'b1111011;  
	4'b1010 : display_digit = 7'b1110111;  
	4'b1011 : display_digit = 7'b0011111;  
	4'b1100 : display_digit = 7'b0001101;  
	4'b1101 : display_digit = 7'b0111101;  
	4'b1110 : display_digit = 7'b1001111;  
	4'b1111 : display_digit = 7'b1000111;  
	default : display_digit = 7'b0000000;
      endcase
   end
endmodule
`timescale 1ns / 1ps
module ThePlexer(
		 input [6:0] 	  disp1,
		 input [6:0] 	  disp10,
		 input [6:0] 	  disp100,
		 input [6:0] 	  disp1000,
		 input [1:0] 	  dec,
		 input 		  clk,
		 output reg [6:0] disp,
		 output reg [3:0] anode,
		 output reg 	  dp
		 );
   reg [1:0] 			  sel;
   initial begin
      sel <= 0;
   end
   always @ (posedge clk)
     begin
	sel <= sel + 1;
     end
   always @(*) begin  
      case (sel)
	2'b00 : begin  
           if (disp1000 == 7'b1111110) begin
              disp = 7'b0000000;
           end
           else    begin
              disp = disp1000;
           end
           anode = 4'b0111;  
           if (dec==2'b11)
             dp = 0;
           else
             dp = 1;
        end
	2'b01 : begin  
	   if ((disp100== 7'b1111110) & (disp1000 == 7'b1111110)) begin
	      disp = 7'b0000000;
	   end
	   else	begin
	      disp = disp100;
	   end
	   anode = 4'b1011;  
           if (dec==2'b10)
             dp = 0;
           else
             dp = 1;					
	end
	2'b10 : begin  
	   if ((disp10== 7'b1111110) & (disp100== 7'b1111110) & (disp1000== 7'b1111110)) begin
	      disp = 7'b0000000;
	   end
	   else	begin
	      disp = disp10;
	   end
	   anode = 4'b1101;  
           if (dec==2'b01)
             dp = 0;
           else
             dp = 1;                    
	end	
	2'b11 : begin   
	   disp = disp1;
	   anode = 4'b1110;  
	   if (dec==2'b00)
             dp = 0;
           else
             dp = 1;
	end
	default : begin
	   disp = 7'b1001111;
	   anode = 4'b0111;  
	end
      endcase
   end
endmodule
`timescale 1ns / 1ps
module bcd(
	   input [15:0]     sw,  
	   output reg [3:0] thousands,  
	   output reg [3:0] hundreds,  
	   output reg [3:0] tens,  
	   output reg [3:0] ones		 
	   );
   integer 		    index;  
   always @(sw)  
     begin
	thousands = 4'd0; 	 
	hundreds = 4'd0; 	 
	tens = 4'd0; 		 
	ones = 4'd0; 		 
	for (index = 15; index >= 0; index = index - 1)  
	  begin
	     if (thousands >= 5)
               thousands =  thousands + 3;
	     if (hundreds >= 5)
	       hundreds =  hundreds + 3;
	     if (tens >= 5)
	       tens =  tens + 3;
	     if (ones >= 5)
	       ones =  ones + 3;
	     thousands = thousands << 1;	 
             thousands[0] = hundreds[3];          
	     hundreds = hundreds << 1;	 
	     hundreds[0] = tens[3]; 		 
	     tens = tens << 1; 	 
	     tens[0] = ones[3]; 	 
	     ones = ones << 1;		 
	     ones[0] = sw[index];  
	  end  
     end  
endmodule  
`timescale 1ns / 1ps
module clkB(
	    input      sysClk,
	    output reg refClk
	    );
   reg [23:0] 	       count;
   initial begin
      count = 0;
      refClk = 0;
   end
   always @ (posedge sysClk) begin
      if (count == 24'd100000) begin 
	 count <= 0;
	 refClk <= ~refClk;			
      end
      else begin
	 count <= count + 1;
      end
   end
endmodule
==> summary.txt <==
core area - 0.0190 sq mm
Post-CTS Resized - 0
fin crit period - 27830 ps
fin area - 0.00859 sq mm
CP startpoint kind - primary input
CP most frequent cell - ha_1
reg-to-reg slack, setup - 27620 ps
most frequent cells in the layout - 90 x nor2_1, 77 x nand2_1, 73 x inv_1, 64 x a21oi_1, 58 x ha_1
CTS Hold Buffers Added - 0
R2R depth - 3
CP required - 23760 ps
syn_area_per_cell - 7.06 sq um
Residual DRC - 0
Worst slew margin - 43.5%
Worst Hold Class - reg -> reg
IO Pins - 34
Die ar. - 0.0203 sq mm
RSZ-0062 raised after global routing - no
slowest library cell on the worst path - clkdlybuf4s50_1
critical path arrival - 21890 ps
vias in the first global route - 7227
Worst Skew - 4.09 ps
initial antenna violation count - 0
most common logic cell in the routed design - nor2_1
Post-DP HPWL - 15.7 mm
htree depth - 2
TritonCTS clock tree - yes
Starting Density - 41.5%
Root Buffer - clkbuf_16
drt wl/cell - 14.9 um
kind of critical path - in -> out
Reg2Reg Launch Point - SEGDRV.clkInst.count[14]
CP Capture Type - output pin
CP peak stage delay - 640 ps
row count - 50
GRT Total Usage - 20.6%
ys flops - 31
die y size - 142 um
hold slack final - 473 ps
Dominant cell area share - 9.20%
yosys stat area - 0.00789 sq mm
final std cells w/o fill - 1379
Slew Limit Fails - 0
GP Congestion - 0.957
via count - 8314
Num CTS Buffers - 5
synthesized instance count - 1117
Placed Cells incl. Taps - 1371
final wirelength - 20.5 mm
grt total ovfl - 0
Starting DRT DRC Count - 499
synth warn - 6
antenna viol nets, final - 0
Area after DPL - 0.00842 sq mm
Worst Min Path Start - SEGDRV.clkInst.count[23]
input/output buffers - 33
FF+latch area - 631 sq um
pin count of the biggest net entering global routing - 24
status - completed
Hold EP - SEGDRV.clkInst.count[23]
Post-synth EDFFs - 1
Synth area leader - ha_1
Clock Latency Late Sink - 270 ps
slew of the pin with the lowest slew margin - 827 ps
final tally of setup violations - 0
Final Hold Vio Count - 0
DR vias/cell - 6.03
fraction of registers with async set/reset - 0%
fillers - 1940
Worst-path clk slew - 50 ps
post-synthesis cell area - 0.00789 sq mm
# Post-CTS Setup Buffers - 0
FF-to-FF End - SEGDRV.clkInst.refClk
layout cells sized above 1 - 7.95%
utilization after layout - 45.2%
endpoints left unconstrained - 6
DRT Pass-1 Iters - 7
fmax - 35.9 MHz
first-pass GRT wire length - 34.9 mm
Comb gate area - 0.00672 sq mm
Min-Delay Path Depth - 1
Post-synth seq share - 7.99%
ys flop type - dfxtp_1
crit path max fanout - 10
area grow syn2layout - 8.91%
fin crit share - 93.7%
# diodes - 0
setup tns final - 0 ps
Cell area leaders - ha_1 9.2%, dfxtp_1 7.6%, nor2_1 4.3%
unique cell type count in the Yosys netlist - 115
yosys cell count - 1117
count of unclocked register or latch pins - 2
Max clock buf depth - 2
Max-Cap Viols - 0
DIE WIDTH - 142 um
Log Warnings - 52
-- critical path, delay by kind of cell --
family                     cells  cell delay, ps
AOI/OAI and AO/OA             25            5780
muxes                          1             280
buffers and inverters          9            1770
adders and majority gates     14            3850
and+or+nand+nor               11            2560
xor gates and xnor gates       6            1700
-- metrics by stage --
stage,setup WS (ps)
final,1870
after global routing,207
after detailed placement,2120
after floorplan,5030
after global placement,2230
after CTS,2000
-- per-layer routing --
metal	share of wire, %	vias to the layer above	GRT usage [%]	wire length [um]
met4	0.37	0	0.679	75
li1	-	4311	-	-
met3	3.6	12	1.27	745
met1	52	3800	32.2	10700
met2	44	191	32.5	9020
met5	0	-	0	0
-- cell type report --
| type | count | share of cell area [%] |
|---|---|---|
| multi-input cells | 950 | 78.2 |
| repair buffers | 46 | 4.98 |
| clock buffers | 7 | 1.66 |
| inverters | 84 | 3.68 |
| flip-flops and latches | 31 | 7.34 |
| clock inverters | 1 | 0.350 |
| well taps | 260 | 3.79 |
-- flip-flops by register name, summed over array words and instances, names as in the netlist --
register,count
dec,4
SEGDRV.clkInst.count,24
SEGDRV.clkInst.refClk,1
SEGDRV.Mux.sel,2
-- worst max-delay path by stage --
stage	from	to	slack [ps]
5_1_grt	sw[14]	seg[2]	210
4_1_cts	sw[14]	seg[5]	2000
6_report	sw[14]	seg[5]	1870
-- synth_stat cells, drive strengths merged, types with 12 or more instances --
cell    instances
a21oi          66
nand2          77
a31oi          13
buf            14
xor2           18
inv            80
o21ai          74
nor3           47
o21a           12
mux2i          33
and2           12
ha             58
or3            13
o211ai         29
nand2b         17
o22ai          14
a211oi         33
nor2           92
xnor2          29
nor4           14
clkbuf         38
a21o           13
nand3          37
o31ai          18
dfxtp          30
nand4          17
and3           16
-- kinds of logic (layout without fill, tap and decap cells) --
group                      Yosys count  count (layout)  synth area share, %
buffers and inverters              136             138                 6.84
muxes                               43              43                 6.04
AOI/OAI and AO/OA                  416             416                 38.9
and+or+nand+nor                    384             384                 25.2
adders and majority gates           59              59                 9.33
xor gates and xnor gates            48              48                 5.69
DFF                                 31              31                 7.99
